<file path="design/flow/run.sh">
#!/bin/bash
# OpenROAD 26Q1-2900-gdf79404cd8, Yosys 0.63+post, stock flow scripts
make -C /OpenROAD-flow-scripts/flow DESIGN_CONFIG=/design/flow/config.mk WORK_HOME=/design/flow/orfs finish
</file>
<file path="design/flow/config.mk">
export PLATFORM = sky130hd
export DESIGN_NAME = UART_RX_TOP
export DESIGN_NICKNAME = UART_RX_TOP
export VERILOG_FILES = /design/flow/design.v
export SDC_FILE = /design/flow/constraint.sdc
export NUM_CORES = 4
export LEC_CHECK = 1
export CORE_UTILIZATION = 40
</file>
<file path="design/flow/constraint.sdc">
current_design UART_RX_TOP

set clk_period 3.7
set clk_io_pct 0.2

create_clock -name clk0 -period $clk_period [get_ports {CLK}]

set non_clock_inputs [all_inputs -no_clocks]
set_input_delay [expr $clk_period * $clk_io_pct] -clock clk0 $non_clock_inputs
set_output_delay [expr $clk_period * $clk_io_pct] -clock clk0 [all_outputs]
</file>
<file path="design/flow/design.v">
module Bit_counter (
                      input wire CLK,RST,edge_count_en,
                      input wire [5:0] Prescale,
                      output reg [3:0] bit_count,
                      output reg [5:0] edge_count   
                     );
          always @(posedge CLK or negedge RST ) 
             begin
               if (!RST) 
                 begin
                     bit_count  <= 1'b0;
                     edge_count <= 1'b0;
                 end
               else
                begin
                      if (edge_count_en)
                        begin
                             if (edge_count == (Prescale-1))
                               begin                              
                                edge_count <= 1'b0;
                                bit_count  <= bit_count + 1;
                               end
                             else
                               begin
                                edge_count <= edge_count + 1;
                                bit_count  <= bit_count;
                               end
                        end
                      else
                       begin
                              bit_count  <= 1'b0;
                              edge_count <= 1'b0;
                        end
                end 
             end
endmodule
module Data_Sampling (
                       input wire           CLK,RST,Data_samp_en,RX_IN,
                       input wire [5:0]     Prescale,edge_count,
                       output reg           Sampled_Bit
                     );
                        reg sampled_bit_1,sampled_bit_2,sampled_bit_3;
                  always @(posedge CLK or negedge RST )
                     begin
                        if (!RST)
                          begin
                            sampled_bit_1 <= 1'b0;
                            sampled_bit_2 <= 1'b0;
                            sampled_bit_3 <= 1'b0;
                            Sampled_Bit   <= 1'b0;
                          end
                         else
                           begin                           
                              if (Data_samp_en)
                                begin
                                  if (edge_count == (Prescale/2)-1)
                                    begin
                                         sampled_bit_1 <= RX_IN;
                                    end
                                  else if (edge_count == (Prescale/2))
                                    begin
                                        sampled_bit_2 <= RX_IN;
                                    end
                                  else if (edge_count == (Prescale/2)+1)
                                    begin
                                        sampled_bit_3 <= RX_IN;
                                    end
                                   else
                                     begin
                                          if ((sampled_bit_1&&sampled_bit_2&&sampled_bit_3)||(sampled_bit_1&&sampled_bit_2)||(sampled_bit_1&&sampled_bit_3)||(sampled_bit_3&&sampled_bit_2))
                                           begin
                                              Sampled_Bit <= 1'b1;
                                           end
                                          else
                                            begin
                                              Sampled_Bit <= 1'b0;
                                            end
                                      end
                                end
                              else
                               begin
                                    Sampled_Bit   <= 1'b0;
                                    sampled_bit_1 <= 1'b0;
                                    sampled_bit_2 <= 1'b0;
                                    sampled_bit_3 <= 1'b0;
                               end
                           end
                     end
endmodule
  module Deserializer (
                       input wire       CLK,RST,desrializer_en,Sampled_Bit,DATA_VALID,
                       input wire [3:0] bit_count,
                       output reg       parity_flag,
                       output reg [7:0] P_DATA
                       );
                       reg [7:0] DATA;
                 always @(posedge CLK or negedge RST)
                   begin
                      if (!RST)
                        begin
                          parity_flag  <= 0;
                        end
                       else
                        begin
                          if (desrializer_en && DATA_VALID)
                           begin
                            parity_flag  <= (^DATA);
                           end
                          else if (desrializer_en && DATA_VALID == 0)
                            begin
                              DATA[bit_count - 1] <= Sampled_Bit ;
                              parity_flag  <= (^DATA);
                            end
                          else
                            begin
                            end
                        end
                   end                   
                always @(*)
                            begin
                              if(DATA_VALID)
                                P_DATA = DATA ;
                              else
                                P_DATA = 0 ;
                            end 
  endmodule
module FSM (
               input     wire  CLK,RST,RX_IN,Parity_error,Stop_error,Start_glitch,Parity_en,
               input     wire [3:0] bit_count,
               input     wire [5:0] edge_count,
               output     reg  Data_samp_en,edge_count_en,desrializer_en,stop_en,start_en,parity_check_en,DATA_VALID
           );
            localparam   idle   = 3'b000,
                         start  = 3'b001,
                         DATA   = 3'b010,
                         parity = 3'b011,
                         stop   = 3'b100;
            reg [2:0]   current_state,next_state;
    always @(posedge CLK or negedge RST ) 
          begin
                   if(!RST)
                     current_state <= idle;
                   else
                     current_state <= next_state; 
          end
    always @(*) 
          begin
                    Data_samp_en = 0;
                    edge_count_en = 0;
                    desrializer_en = 0;
                    stop_en = 0;
                    start_en = 0;
                    parity_check_en = 0;
                    DATA_VALID = 0;
            case (current_state)
                idle: 
                      begin
                            Data_samp_en = 0;
                            edge_count_en = 0;
                            desrializer_en = 0;
                            stop_en = 0;
                            start_en = 0;
                            parity_check_en = 0;
                            DATA_VALID = 0;
                        if (RX_IN) 
                           begin
                             next_state = idle;
                           end
                        else
                          begin
                            next_state = start;
                          end
                       end
                start:
                       begin
                        edge_count_en = 1'b1;
                        Data_samp_en  = 1'b1;
                        start_en  = 1'b1;
                          if (Start_glitch == 0 && bit_count == 1) 
                            begin
                               next_state = DATA;
                            end 
                          else if (Start_glitch == 1 && bit_count == 1)
                             begin
                               next_state = idle;
                             end
                          else
                             begin
                                next_state = start;
                             end
                        end
                 DATA:
                        begin
                             edge_count_en =  1'b1;
                             Data_samp_en  =  1'b1;
                             desrializer_en = 1'b1;
                          if (bit_count == 9) 
                             begin
                               if (Parity_en) 
                                 begin
                                     next_state = parity;
                                 end 
                               else 
                                 begin
                                     next_state = stop;
                                 end
                              end 
                          else 
                             begin
                                    next_state = DATA;
                             end
                        end
                parity:
                        begin
                           edge_count_en =   1'b1;
                           Data_samp_en  =   1'b1;
                           parity_check_en = 1'b1;
                        if (Parity_error == 0 && bit_count == 10) 
                          begin
                               next_state = stop;
                           end 
                        else if (Parity_error && bit_count == 10)
                          begin
                                next_state = idle;
                          end
                        else  
                          begin
                                next_state = parity;
                          end
                        end
                stop:
                      begin
                         edge_count_en =   1'b1;
                         Data_samp_en  =   1'b1;
                         stop_en  = 1'b1;
                       if (Stop_error == 0 && ((bit_count == 12 && Parity_en)||(bit_count == 11 && Parity_en == 0)))
                        begin
                            if (RX_IN == 0)
                             begin
                                  next_state = start; 
                             end
                            else
                             begin
                                  next_state = idle;
                             end
                        end
                       else if (Stop_error == 0 && ((bit_count == 11 && Parity_en)||(bit_count == 10 && Parity_en == 0)))
                        begin
                            desrializer_en = 1'b1;
                            edge_count_en =   1'b1;
                            DATA_VALID = 1;
                            next_state = stop; 
                        end
                       else if (Stop_error == 1 && ((bit_count == 11 && Parity_en)||(bit_count == 10 && Parity_en == 0)))
                          begin
                                 next_state = idle;
                          end
                       else 
                          begin
                                 next_state = stop;
                          end
                      end
                default: 
                         begin
                            next_state = idle;
                             Data_samp_en = 0;
                             edge_count_en = 0;
                             desrializer_en = 0;
                             stop_en = 0;
                             start_en = 0;
                             parity_check_en = 0;
                             DATA_VALID = 0;
                         end
            endcase
          end
endmodule
module Parity_Check (
               input wire       CLK,RST,Parity_type,parity_check_en,Sampled_Bit,parity_flag,
               output reg       Parity_error
              );
        always @(posedge CLK or negedge RST )
          begin
            if (!RST)
              begin
                  Parity_error <= 0;
              end
            else
              begin
                 if (parity_check_en)
                   begin
                     if (Parity_type)
                       begin
                         if (parity_flag == ~Sampled_Bit)
                            begin
                               Parity_error <= 0 ;
                            end
                         else
                            begin
                               Parity_error <= 1 ;
                            end
                       end
                     else
                       begin
                        if (parity_flag == Sampled_Bit)
                            begin
                               Parity_error <= 0 ;
                            end
                         else
                            begin
                               Parity_error <= 1 ;
                            end
                       end
                   end
                 else
                  begin
                      Parity_error <= Parity_error;
                  end
              end   
          end  
endmodule
module Start_Check (
               input wire CLK,RST,start_en,Sampled_Bit,
               output reg Start_glitch
              );
        always @(posedge CLK or negedge RST )
          begin
            if (!RST)
              begin
                  Start_glitch <= 0;
              end
            else
              begin
                 if (start_en)
                   begin
                     Start_glitch <= Sampled_Bit ;
                   end
                 else
                  begin
                      Start_glitch <= 0;
                  end
              end   
          end  
endmodule
module Stop_Check (
               input wire CLK,RST,stop_en,Sampled_Bit,
               output reg Stop_error
              );
        always @(posedge CLK or negedge RST )
          begin
            if (!RST)
              begin
                  Stop_error <= 0;
              end
            else
              begin
                 if (stop_en)
                   begin
                     Stop_error <= ~Sampled_Bit ;
                   end
                 else
                  begin
                      Stop_error <= Stop_error;
                  end
              end   
          end  
endmodule
module UART_RX_TOP (
                     input  wire        CLK,RST,
                     input  wire        RX_IN,Parity_en,Parity_type,
                     input  wire [5:0]  Prescale,
                     output wire        DATA_VALID,Stop_error,Parity_error,
                     output wire [7:0]  P_DATA     
                    );
                    wire    Data_samp_en,edge_count_en,parity_check_en,start_en,stop_en,desrializer_en,Start_glitch,Sampled_Bit,parity_flag;
                    wire [3:0] bit_count;
                    wire [5:0] edge_count;
      FSM  FSM               (
                               .CLK(CLK),
                               .RST(RST),
                               .RX_IN(RX_IN),
                               .Parity_error(Parity_error),
                               .Stop_error(Stop_error),
                               .Start_glitch(Start_glitch),
                               .Parity_en(Parity_en),
                               .bit_count(bit_count),
                               .edge_count(edge_count),
                               .Data_samp_en(Data_samp_en),
                               .edge_count_en(edge_count_en),
                               .desrializer_en(desrializer_en),
                               .stop_en(stop_en),
                               .start_en(start_en),
                               .parity_check_en(parity_check_en),
                               .DATA_VALID(DATA_VALID)
                              );
     Bit_counter  Bit_counter (
                               .CLK(CLK),
                               .RST(RST),
                               .edge_count_en(edge_count_en),
                               .Prescale(Prescale),
                               .bit_count(bit_count),
                               .edge_count(edge_count)        
                               );
     Data_Sampling Data_Sampling (
                                   .CLK(CLK),
                                   .RST(RST),
                                   .Data_samp_en(Data_samp_en),
                                   .RX_IN(RX_IN),
                                   .Prescale(Prescale),
                                   .edge_count(edge_count),
                                   .Sampled_Bit(Sampled_Bit)
                                 );
     Start_Check Start_Check     (
                                   .CLK(CLK),
                                   .RST(RST),
                                   .start_en(start_en),
                                   .Sampled_Bit(Sampled_Bit),
                                   .Start_glitch(Start_glitch)
                                  );
     Stop_Check Stop_Check        (
                                    .CLK(CLK),
                                    .RST(RST),
                                    .stop_en(stop_en),
                                    .Sampled_Bit(Sampled_Bit),
                                    .Stop_error(Stop_error)
                                   );
     Deserializer Deserializer     (
                                     .CLK(CLK),
                                     .RST(RST),
                                     .desrializer_en(desrializer_en),
                                     .Sampled_Bit(Sampled_Bit),
                                     .DATA_VALID(DATA_VALID),
                                     .bit_count(bit_count),
                                     .parity_flag(parity_flag),
                                     .P_DATA(P_DATA)
                                    );
     Parity_Check Parity_Check      (
                                     .CLK(CLK),
                                     .RST(RST),
                                     .parity_flag(parity_flag),
                                     .Parity_type(Parity_type),
                                     .parity_check_en(parity_check_en),
                                     .Sampled_Bit(Sampled_Bit),
                                     .Parity_error(Parity_error)
                                     );
endmodule
</file>
==> Slide: Implementation Results <==
Implementation Results

Logic synthesis
  – Basic Gates by Area: 0.2495
  – Area fraction in compound gates: 0.09692
  – Area fraction in xor and xnor cells: 0.1312
  – Synth mux share: 0.06412
  – EDFF count, synth: 8
  – Yosys Chip Area: around 2500 um2
  – Yosys Instances: between 200 and 300
  – Adder Share, Synth: 0.08449
  – Synth cell types: ~56
  – Cell count after synthesis: 275
  – Post-synth design cell area: approximately 2500 um2
  – Asr flop ratio synth: 0.7419
  – Yosys warning total: 7
  – Main synth FF type: dfrtp_1
  – Largest family of logic cells by area: simple AND/OR/NAND/NOR gates
  – Syn_area_per_cell: around 9 um2
  – Synth Seq Share: 0.3246
  – Post-synth regs: 31

Die
  – Die outline area: ~6600 um2
  – Std-Cell Rows: 28
  – Die width: just over 80 um
  – Core area: 5991 um2
  – Init Core Util: 0.4202
  – IO Pins: 22
  – Die y size: 81.33 um

Hold path
  – Worst Hold Launch: Deserializer.parity_flag
  – Worst Hold Class: reg -> reg
  – Worst hold stages: 1
  – Hold Path Sink: Deserializer.parity_flag

Final layout
  – Most frequent logic cell in the layout: nor2_1
  – Filler cell count: between 500 and 600
  – Most common logic cells in the final layout: 28 x nor2_1, 25 x xnor2_1, 22 x dfrtp_1, 21 x clkdlybuf4s50_1, 19 x nand2_1
  – Area grow syn2layout: 15.46%
  – Layout cells sized above 1: 0.1167
  – Finished Layout Cells: between 300 and 400

Worst setup path
  – CP Max Fanout: 12
  – CP endpoint kind: output pin
  – Crit path DAT: ~2.8 ns
  – Worst path required time: just under 3 ns
  – Kind of critical path: in -> out
  – Critical R2R Launch: Bit_counter.bit_count[0]
  – Crit-path cells: clkdlybuf4s50_1 > and3_1 > o211a_1 > nand2b_1 > nor3_1 > buf_4 > and2_1 > clkdlybuf4s50_1
  – Critical Path Max Stage Delay: 0.48 ns
  – Reg-to-reg endpoint: Deserializer.DATA[1]
  – CP Launch Type: input port
  – Most frequent CP cell: clkdlybuf4s50_1
  – Reg2reg setup slack: 0.37 ns
  – Slowest CP cell: clkdlybuf4s50_1
  – Reg2reg path depth: 10

Clock network
  – Clock Path Buffers: 2
  – Post-CTS setup buffer count: 0
  – Clk latency late pin: approximately 0.28 ns
  – CTS tree: done
  – Post_cts resized: 0
  – CTS Hold Bufs: 0
  – Clock root buffer: clkbuf_8
  – H-tree levels: 2
  – Clk pin slew, worst setup/hold paths: 0.07 ns
  – Clock tree sinks: 31
  – CTS buffer count: 5

Pwr
  – Logic pwr share: 0.561
  – Sequential power share: 0.310
  – Sw Ratio: 0.4279
  – Leak Pwr: around 1.2 nW
  – Clock power frac: 0.129
  – Worst VDD drop: approximately 0.39 mV
  – Power Density: between 600 and 700 nW/um2
  – Switching power: roughly 0.83 mW
  – Final Power: around 2 mW
  – Power Internal: between 1 and 1.5 mW

Global routing
  – Gr usage total: 0.1683
  – First-pass GRT wire length: 8.355 mm
  – Antenna violations before repair: 0
  – Remaining global-route overflow: 0
  – Largest net degree at the start of global routing: 24
  – Vias in the first global route: 1752

Final timing
  – Worst-margin pin slew: 0.6512 ns
  – Final hold slack: 0.5257 ns
  – Setup_tns: 0 ns
  – Skew final: around 0.007 ns
  – Relative slew margins: 0.5643
  – Setup-failing EPs final: 0
  – Fmax: 285.4 MHz
  – Fin crit share: 0.9469
  – Max-slew violations: 0
  – RSZ-0062 raised after global routing: false
  – Tmin final: around 3.5 ns
  – Final hold viol count: 0

Route
  – DRT Pass-1 Iters: 4
  – Final WL: between 4 and 5 mm
  – Vias/cell: roughly 5.2
  – Initial drt markers: 73
  – Antenna-violating nets left: 0
  – N_diodes: 0
  – Remaining DRCs: 0
  – Mean routed wirelength per cell: around 13 um
  – Via Count: a little under 2000

Placed design
  – Port Buffer Count: 21
  – Post-DP HPWL: a little under 4 mm
  – RD Place Congestion: 0.8631
  – Placed Cells: 367

Run status
  – Status: finished clean

Run
  – Tool warnings: 32
  – Max_cap viols: 0
==> state kept, by name, summed over array words and instances (netlist names), 4 cells and up <==
register,count
Deserializer.DATA,8
Bit_counter.bit_count,4
FSM.current_state,5
Bit_counter.edge_count,6
==> cell families (layout without fill, tap and decap cells) <==
group | count (synthesis) | after routing
simple gates | 117 | 117
xor+xnor | 36 | 36
compound gates | 31 | 31
flops | 31 | 31
buf+inv | 28 | 53
fa+ha+maj | 17 | 17
mux | 15 | 15
==> layout make-up <==
class                   instances  area [um2]  area share
clock buffers                   7       76.32     0.02626
well taps                      75       93.84     0.03229
clock inverters                 1       5.005    0.001722
inverters                      14       52.55     0.01808
multi-input cells             216        1577      0.5424
repair buffers                 31       285.3     0.09815
flip-flops and latches         31       817.0      0.2811
==> power groups by stage <==
stage,combinational (mW),sequential [mW],clock (mW)
CTS,1.10,0.605,0.261
global route,1.25,0.626,0.277
finish,1.09,0.603,0.252
==> worst max path at each step <==
stage	slack, ns	end	start	cells past startpoint
after CTS	0.18	P_DATA[3]	Parity_en	8
after global routing	0.01	P_DATA[1]	Parity_en	8
final	0.20	P_DATA[6]	Parity_en	8
==> per-layer routing <==
layer	vias up	routed length, um	track usage
met5	-	0	0
met4	0	60	0.01607
met3	5	187	0.02052
met2	27	2074	0.2442
met1	907	2626	0.2817
li1	1003	-	-
==> cell usage after synthesis, types with 2 or more instances <==
master	instances	area share
a211o_1	2	0.0070
a21oi_1	6	0.012
a31oi_1	2	0.0050
and2_1	9	0.022
and3_1	5	0.012
buf_2	7	0.014
clkbuf_1	4	0.0060
clkbuf_2	2	0.0040
dfrtp_1	22	0.22
edfxtp_1	8	0.095
ha_1	17	0.084
inv_1	14	0.021
mux2_1	3	0.013
mux2_2	6	0.027
mux2i_1	6	0.024
nand2_1	19	0.028
nand2b_1	5	0.012
nand3_1	8	0.016
nand3b_1	2	0.0060
nand4_1	5	0.012
nand4b_1	2	0.0070
nor2_1	28	0.042
nor2b_1	7	0.017
nor3_1	10	0.020
nor4_1	3	0.0075
o21ai_0	5	0.0099
o221ai_1	2	0.0070
or3_1	2	0.0050
or3b_2	4	0.014
xnor2_1	25	0.087
xnor2_2	2	0.013
xor2_1	9	0.031
==> stage by stage <==
stage	util	area, um2	setup WS, ns
after detailed placement	0.4716	2825	0.1945
final	0.4852	2907	0.1963
after CTS	0.4852	2907	0.1839
after global placement	0.4716	2825	0.2120
after global routing	0.4852	2907	0.01088
after floorplan	-	2517	0.1429
==> critical path, delay by kind of cell <==
kind | cells | cell delay, ns
buffers and inverters | 3 | 1.12
and+or+nand+nor | 4 | 0.67
AOI/OAI and AO/OA | 1 | 0.22
Power is estimated from default activity; no workload was simulated.
