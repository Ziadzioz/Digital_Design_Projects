--- flow/run.sh ---
#!/bin/bash
# OpenROAD 26Q1-2900-gdf79404cd8, Yosys 0.63+post, stock flow scripts
make -C /OpenROAD-flow-scripts/flow DESIGN_CONFIG=/design/flow/config.mk WORK_HOME=/design/flow/orfs finish
--- flow/config.mk ---
export PLATFORM = sky130hd
export DESIGN_NAME = ALU_TOP
export DESIGN_NICKNAME = ALU_TOP
export VERILOG_FILES = /design/flow/design.v
export SDC_FILE = /design/flow/constraint.sdc
export NUM_CORES = 4
export LEC_CHECK = 1
export CORE_UTILIZATION = 40
--- flow/constraint.sdc ---
current_design ALU_TOP

set clk_period 1.0
set clk_io_pct 0.2

create_clock -name clk0 -period $clk_period [get_ports {CLK}]

set non_clock_inputs [all_inputs -no_clocks]
set_input_delay [expr $clk_period * $clk_io_pct] -clock clk0 $non_clock_inputs
set_output_delay [expr $clk_period * $clk_io_pct] -clock clk0 [all_outputs]
--- flow/design.v ---
module ALU_TOP #(parameter widtha = 16,widthart = 32)(
  input wire [widtha-1:0] A,B,
  input wire CLK,RST,
  input wire [3:0] ALU_FUN,
  output wire carry_out,arith_flag,logic_flag,cmp_flag,shift_flag,
  output wire [widtha-1:0] shift_out,cmp_out,logic_out,
  output wire   signed [widthart-1:0] arith_out);
  wire enable_arithmtic,enable_logic,enable_cmp,enable_shift;
  Decoder_unit Decoder (.ALU_FUN(ALU_FUN),
                        .Arith_enable(enable_arithmtic),
                        .Logic_enable(enable_logic),
                        .CMP_enable(enable_cmp),
                        .Shift_enable(enable_shift)
                         );
  Shift_Unit  Shift   (.A(A),
                       .B(B),
                       .ALU_FUN(ALU_FUN),
                       .clock(CLK),
                       .rest(RST),
                       .shift_enable(enable_shift),
                       .shift_flag(shift_flag),
                       .shift_out(shift_out)
                         );
  CMP_Unit CMP (.A(A),
                .B(B),
                .ALU_FUN(ALU_FUN),
                .clock(CLK),
                .rest(RST),
                .CMP_enble(enable_cmp),
                .CMP_flag(cmp_flag),
                .CMP_OUT(cmp_out)
                );
  Logic_Unit Logic    (.A(A),
                       .B(B),
                       .ALU_FUN(ALU_FUN),
                       .clock(CLK),
                       .rest(RST),
                       .logic_enable(enable_logic),
                       .logic_flag(logic_flag),
                       .logic_out(logic_out)
                       );
  Arithmtic_Unit  Arithmtic (.A(A),
                             .B(B),
                             .ALU_FUN(ALU_FUN),
                             .clock(CLK),
                             .rest(RST),
                             .arth_enable(enable_arithmtic),
                             .arth_flag(arith_flag),
                             .carry_out(carry_out),
                             .Arthmtic_out(arith_out)
                              );
endmodule                
module Arithmtic_Unit #(parameter widthab=16,widtharthmtic=32)(
     input  wire signed [widthab-1:0]       A,B,
     input  wire        [3:0]               ALU_FUN,
     input  wire                            clock,arth_enable,rest,
     output reg                             arth_flag,
     output reg                             carry_out,
     output reg signed  [widtharthmtic-1:0] Arthmtic_out);
     reg flagarth;
     reg outcarry;
     reg [widtharthmtic-1:0] outarth;
      always @(*)
         begin 
           if (arth_enable)
             begin
               flagarth = 1;
               case (ALU_FUN[1:0])
                 2'b00: begin
                             outarth = A+B;
                             outcarry = outarth[widthab];
                        end
                 2'b01: begin
                             outarth = A-B;
                             outcarry = outarth[widthab];
                        end
                 2'b10: begin
                             outarth = A*B;
                             outcarry = outarth[widthab];
                        end
                 2'b11: begin
                             outarth = A/B;
                             outcarry = outarth[widthab];
                        end
               endcase
             end
           else
             begin
               flagarth = 0;
               outarth  = 'b0;
               outcarry = 0;
             end
       end
       always @(posedge clock or negedge rest)
          begin
            if(!rest)
              begin
               arth_flag<= 1'b0;
               Arthmtic_out <=  'b0;
              end
          else
            begin
               arth_flag<= flagarth;
               Arthmtic_out <= outarth;
               carry_out<= outcarry;
             end
           end
         endmodule
module CMP_Unit #(parameter width =16 )(
     input  wire [width-1:0] A,B,
     input  wire [3:0] ALU_FUN,
     input  wire  clock,CMP_enble,rest,
     output reg  CMP_flag,
     output reg  [width-1:0] CMP_OUT);
     reg flagcmp;
     reg [width-1:0] outcmp;
      always @(*)
         begin 
           if (CMP_enble)
             begin
              flagcmp = 1;
               case (ALU_FUN[1:0])
                 2'b00: outcmp  = 'b0;
                 2'b01: begin
                           if (A==B)
                              outcmp = 1;
                           else
                              outcmp = 0;
                         end
                 2'b10: begin
                           if (A>B)
                              outcmp = 2;
                           else
                              outcmp = 0;
                         end
                 2'b11: begin
                           if (A<B)
                              outcmp = 3;
                           else
                              outcmp = 0;
                         end
               endcase
             end
           else
             begin
               flagcmp = 0;
               outcmp  = 'b0;
             end
       end
       always @(posedge clock or negedge rest)
          begin
            if(!rest)
              begin
               CMP_flag<= 1'b0;
               CMP_OUT <=  'b0;
              end
          else
            begin
               CMP_flag<= flagcmp;
               CMP_OUT <= outcmp;
             end
           end
         endmodule
module Decoder_unit (
     input  wire [3:0] ALU_FUN,
     output reg Arith_enable,Logic_enable,CMP_enable,Shift_enable
     );
     always @(*)
        begin 
         Arith_enable = 0;
         Logic_enable = 0;
         CMP_enable = 0;
         Shift_enable = 0;
           case (ALU_FUN[3:2])
                2'b00 : Arith_enable = 1;
                2'b01 : Logic_enable = 1;
                2'b10 : CMP_enable = 1;
                2'b11 : Shift_enable = 1;
           endcase
         end
endmodule
module Logic_Unit #(parameter width=16)(
     input  wire [width-1:0] A,B,
     input  wire [3:0]       ALU_FUN,
     input  wire             clock,logic_enable,rest,
     output reg              logic_flag,
     output reg  [width-1:0] logic_out);
     reg             flaglogic;
     reg [width-1:0] outlogic;
      always @(*)
         begin 
           if (logic_enable)
             begin
               flaglogic = 1;
               case (ALU_FUN[1:0])
                 2'b00:outlogic=A&B;
                 2'b01:outlogic=A|B;
                 2'b10:outlogic=~(A&B);
                 2'b11:outlogic=~(A|B);
               endcase
             end
           else
             begin
               flaglogic = 0;
               outlogic  = 'b0;
             end
       end
       always @(posedge clock or negedge rest)
          begin
            if(!rest)
              begin
               logic_flag<= 1'b0;
               logic_out <=  'b0;
              end
          else
            begin
               logic_flag<= flaglogic;
               logic_out <= outlogic;
             end
           end
         endmodule
module Shift_Unit #(parameter width =16)(
     input  wire [width-1:0] A,B,
     input  wire [3:0] ALU_FUN,
     input  wire  clock,shift_enable,rest,
     output reg  shift_flag,
     output reg  [width-1:0] shift_out);
     reg flagshift;
     reg [width-1:0] outshift;
      always @(*)
         begin 
           if (shift_enable)
             begin
               flagshift = 1;
               case (ALU_FUN[1:0])
                 2'b00: outshift = A>>1;
                 2'b01: outshift = A<<1;
                 2'b10: outshift = B>>1;
                 2'b11: outshift = B<<1;
               endcase
             end
           else
             begin
               flagshift = 0;
               outshift  = 'b0;
             end
       end
       always @(posedge clock or negedge rest)
          begin
            if(!rest)
              begin
               shift_flag<= 1'b0;
               shift_out <=  'b0;
              end
          else
            begin
               shift_flag<= flagshift;
               shift_out <= outshift;
             end
           end
         endmodule
==> out/results.tsv <==
stage	metric	value	unit
run_status	status	complete, but fails checks	
run_status	violations	hold timing, setup timing	
final_layout	synthToLayoutAreaGrowth	77.1	%
synthesis	yosysWarnings	5	
synthesis	numSynthFlops	71	
final_layout	layout.cells.most_common	buf_4	
drt	drt-initial-drc-count	4769	
worst_setup_path	arrival	60.81	ns
worst_setup_path	endpoint_kind	register	
worst_setup_path	critical_path_class	in2reg	
drt	wl	238	mm
global_routing	grt_use_total	40.2	%
sta	fin_crit_sh	6050	%
synthesis	synth-async-reset-ratio	98.6	%
worst_setup_path	slowest_stage	or4_4	
worst_setup_path	path_common_cell	buf_4	
sta	finalCriticalPeriod	60.54	ns
drt	via_count	61300	
sta	rsz0062_at_grt	yes	
cts	clock_sinks	71	
sta	worst_pin_slew	1.26	ns
global_routing	antenna_found_initial	5	
worst_setup_path	crit_path_start_kind	input pin	
cts	cts_tree	built	
floorplan	die_x	338	microns
run	warning_count	65	
sta	setup_viol_count_final	103	
synthesis	avgSynthCellArea	7.39	sq um
worst_setup_path	cpPeakStageDelay	0.59	ns
sta	fin_ws	-59.54	ns
synthesis	yosys_cells	6121	
run	cap_viol_max_count	0	
cts	path_clk_slew	0.07	ns
sta	whs	-0.0540	ns
synthesis	seq_area_frac_synth	3.94	%
drt	wl_per_cell	22.2	microns
synthesis	netlist_instances	6121	
sta	maxSlewViolCount	0	
drt	drc	0	
floorplan	rows	123	
worst_setup_path	cp_max_fo	9	
place	pre_cts_ws	-63.88	ns
min_path	hp-class	in2async	
place	place_hpwl	186	mm
floorplan	ios	123	
cts	h-tree-depth	3	
final_layout	most-common-layout-cells	buf_4, nand2_1, nor2_1, ha_1, inv_1	
synthesis	edf_count	1	
worst_setup_path	crit_start	B[0]	
cts	cts_root_buf	clkbuf_16	
floorplan	fp-utilization	40.3	%
global_routing	overflow	0	
place	gp_congestion	1.12	
synthesis	yosys_area	45300	sq um
floorplan	chipArea	114000	sq um
synthesis	ff_type	dfrtp_1	
drt	dr.pass1.iters	7	
place	port_buffers	108	
floorplan	core-area	112000	sq um
floorplan	die_h	338	microns
cts	clock_path_buffers	2	
drt	ant_nets	0	
sta	clock.fmax	16.5	MHz
global_routing	first_global_vias	58000	
global_routing	grt_pass1_wl	345	mm
synthesis	synth_area	45300	sq um
final_layout	drive_gt1_share	47.7	%
synthesis	yosysUniqueCellTypes	115	
sta	relSlewSlack	15.2	%
worst_setup_path	required	1.27	ns
cts	cts_buffers	9	
global_routing	grt_max_degree	71	
drt	vias_per_cell	5.71	
sta	hold_viol	70	
-- cell usage after synthesis, types with 57 or more instances --
library cell | instances | area (sq um)
nand3_1 | 130 | 651
ha_1 | 663 | 8300
o211ai_1 | 57 | 428
o21a_1 | 117 | 878
a211oi_1 | 61 | 458
xnor2_1 | 290 | 2540
nor2b_1 | 75 | 469
inv_1 | 487 | 1830
xor2_1 | 139 | 1220
nand2_1 | 606 | 2270
nor2_1 | 615 | 2310
a21oi_1 | 436 | 2180
o31ai_1 | 60 | 450
nor3_1 | 168 | 841
a21o_1 | 184 | 1380
dfrtp_1 | 70 | 1750
o21ai_0 | 272 | 1360
mux2_2 | 67 | 754
fa_1 | 264 | 5290
clkbuf_1 | 152 | 571
or3_1 | 78 | 488
a31oi_1 | 80 | 500
-- stage by stage --
step	TNS, ns	std cells	utilization (%)	instance area [sq um]
6_report	-1964.22	10700	71.3	80200
5_1_grt	-2027.85	10700	71.3	80100
4_1_cts	-1936.08	10500	67.4	75700
3_5_place_dp	-2136.74	10200	61.5	69100
3_3_place_gp	-2130.96	10200	61.5	69100
2_1_floorplan	-1964.54	6285	-	49000
-- kinds of logic after synthesis --
kind of cell / share of synthesized area, %
other cells: 0.0166
compound gates: 26.8
buf+inv: 6.21
simple gates: 21.3
fa+ha+maj: 30.0
mux: 3.41
flops: 3.94
xor+xnor: 8.30
-- critical path, delay by kind of cell --
| family | cells | cell delay (ns) |
|---|---|---|
| AOI/OAI and AO/OA | 129 | 26.96 |
| xor gates and xnor gates | 1 | 0.09 |
| adders and majority gates | 28 | 7.01 |
| buffers and inverters | 69 | 9.26 |
| muxes | 7 | 2.24 |
| and+or+nand+nor | 80 | 15.01 |
-- area by class of cell --
class | instances | area (sq um)
diodes | 4 | 10.0
clock buffers | 10 | 229
clock inverters | 6 | 46.3
fillers | 7889 | 32200
inverters | 510 | 2000
multi-input cells | 5488 | 48800
flip-flops and latches | 71 | 1790
well taps | 1500 | 1880
repair buffers | 3158 | 25400
-- worst max path at each step --
stage | end | slack [ns] | depth (start not counted)
6_report | Arithmtic.Arthmtic_out[21] | -59.54 | 314
4_1_cts | Arithmtic.Arthmtic_out[30] | -57.68 | 297
5_1_grt | Arithmtic.Arthmtic_out[21] | -61.41 | 314
-- sequential cells by signal, indices dropped and copies added, names as in the netlist --
register and flops:
Shift.shift_flag 1, Arithmtic.Arthmtic_out 32, Arithmtic.arth_flag 1, Logic.logic_flag 1, Shift.shift_out 16, Arithmtic.carry_out 1
CMP.CMP_flag 1, Logic.logic_out 16, CMP.CMP_OUT 2
-- timing repair --
action | in CTS | in global routing
setup endpoints to repair | 138 | 139
gates cloned | 7 | 9
endpoints found under the hold margin | 70 | 66
gates resized | 830 | 887
setup buffers | 333 | 196
pin swaps | 385 | 319
-- routing by layer --
metal	GRT usage (%)	wire, microns
met1	55.1	96900
met2	58.9	97900
met3	10.5	26600
met4	20.6	16900
met5	0.0417	23
