--- run.sh ---
#!/bin/bash
# OpenROAD 26Q1-2900-gdf79404cd8, Yosys 0.63+post, stock flow scripts
make -C /OpenROAD-flow-scripts/flow DESIGN_CONFIG=/design/flow/config.mk WORK_HOME=/design/flow/orfs finish
--- config.mk ---
export PLATFORM = sky130hd
export DESIGN_NAME = SINGLE_RISC_V_TOP
export DESIGN_NICKNAME = SINGLE_RISC_V_TOP
export VERILOG_FILES = /design/flow/design.v
export SDC_FILE = /design/flow/constraint.sdc
export NUM_CORES = 4
export LEC_CHECK = 1
export CORE_UTILIZATION = 40
--- constraint.sdc ---
current_design SINGLE_RISC_V_TOP

set clk_period 26.7
set clk_io_pct 0.2

create_clock -name clk0 -period $clk_period [get_ports {CLK}]

set non_clock_inputs [all_inputs -no_clocks]
set_input_delay [expr $clk_period * $clk_io_pct] -clock clk0 $non_clock_inputs
set_output_delay [expr $clk_period * $clk_io_pct] -clock clk0 [all_outputs]
--- design.v ---
module ALU (
             input wire                ALU_SRC,
             input wire        [31:0]  RD1,RD2,IMMEXT,
             input wire        [2:0]   ALU_CONTROL,
             output wire               ZERO,
             output reg signed [31:0]  ALU_RESULT
            );
                    reg signed  [31:0]  A,B;
      always @(*)
        begin
             A = RD1;
                if (ALU_SRC)
                begin
                    B = IMMEXT;
                end
                else
                begin
                    B = RD2;
                end
            case (ALU_CONTROL)
                3'b000:        ALU_RESULT = A + B; 
                3'b001:        ALU_RESULT = A - B;
                3'b011:        ALU_RESULT = A | B;
                3'b010:        ALU_RESULT = A & B;
                3'b111:        ALU_RESULT = A << B;
                3'b101:        ALU_RESULT = A >> B;
                default:       ALU_RESULT = A + B;
            endcase
         end
 assign   ZERO  = (A == B);
endmodule
module CONTROL_UNIT (
                        input  wire                     ZERO,
                        input  wire  [31:0]             INSTRUCTION,
                        output reg                      MEM_W,ALU_SRC,REG_W,
                        output wire                     PCSRC,
                        output reg   [1:0]              IMMSRC,RESULT_SRC,
                        output reg   [2:0]              ALU_CONTROL
                     );
                               reg                      BRANCH,JUMB,R_TYPE;
                               wire    [6:0]            OPCODE;
                               reg     [1:0]            ALU_OP;
          always @(*)
             begin
                             JUMB       = 0;
                             BRANCH     = 0;
                             R_TYPE     = 0;
                             RESULT_SRC = 2'b00;
                             MEM_W      = 0;
                             REG_W      = 0;
                             ALU_SRC    = 0;
                             IMMSRC     = 2'b00;
                             ALU_OP     = 2'b00;
            case (OPCODE)
                7'b0000011:    
                            begin
                             JUMB       = 0;
                             BRANCH     = 0;
                             R_TYPE     = 0;
                             RESULT_SRC = 2'b01;
                             MEM_W      = 0;
                             REG_W      = 1;
                             ALU_SRC    = 1;
                             IMMSRC     = 2'b00;
                             ALU_OP     = 2'b00;
                            end
                 7'b0100011:   
                            begin
                             JUMB       = 0;
                             BRANCH     = 0;
                             R_TYPE     = 0;
                             RESULT_SRC = 2'b00;   
                             MEM_W      = 1;
                             REG_W      = 0;
                             ALU_SRC    = 1;
                             IMMSRC     = 2'b01;
                             ALU_OP     = 2'b00;
                            end
                 7'b0110011:   
                            begin
                             JUMB       = 0;
                             BRANCH     = 0;
                             R_TYPE     = 1;
                             RESULT_SRC = 2'b00;  
                             MEM_W      = 0;
                             REG_W      = 1;
                             ALU_SRC    = 0;
                             IMMSRC     = 2'b00;  
                             ALU_OP     = 2'b10;
                            end
                 7'b1100011:   
                            begin
                             JUMB       = 0;    
                             BRANCH     = 1;
                             R_TYPE     = 0;
                             RESULT_SRC = 2'b00;      
                             MEM_W      = 0;     
                             REG_W      = 0;
                             ALU_SRC    = 0;
                             IMMSRC     = 2'b10; 
                             ALU_OP     = 2'b01;
                            end
                 7'b0010011:    
                            begin
                             JUMB       = 0;
                             BRANCH     = 0;
                             R_TYPE     = 0;
                             RESULT_SRC = 2'b00;
                             MEM_W      = 0;
                             REG_W      = 1;
                             ALU_SRC    = 1;
                             IMMSRC     = 2'b00;
                             ALU_OP     = 2'b10;
                            end
                 7'b1101111:    
                            begin
                             JUMB       = 1;
                             BRANCH     = 0;
                             R_TYPE     = 0;
                             RESULT_SRC = 2'b10;
                             MEM_W      = 0;
                             REG_W      = 1;
                             ALU_SRC    = 0;        
                             IMMSRC     = 2'b11;
                             ALU_OP     = 2'b00;    
                            end
                default:   
                          begin
                             JUMB       = 0;
                             BRANCH     = 0;
                             R_TYPE     = 0;
                             RESULT_SRC = 2'b00;
                             MEM_W      = 0;
                             REG_W      = 0;
                             ALU_SRC    = 0;
                             IMMSRC     = 2'b00;
                             ALU_OP     = 2'b00;
                           end
            endcase
            case (ALU_OP)
                2'b00: ALU_CONTROL = 3'b000;   
                2'b01: ALU_CONTROL = 3'b001;   
                2'b10: 
                       begin
                        if(R_TYPE)
                            begin
                                    if (INSTRUCTION[30])
                                      begin
                                               if (INSTRUCTION[14:12] == 0)
                                                 begin
                                                       ALU_CONTROL = 3'b001;   
                                                 end
                                              else
                                                begin
                                                       ALU_CONTROL = 3'b000; 
                                                 end
                                      end 
                                    else
                                      begin
                                               case (INSTRUCTION[14:12])
                                                3'b000: ALU_CONTROL = 3'b000;   
                                                3'b001: ALU_CONTROL = 3'b111;   
                                                3'b101: ALU_CONTROL = 3'b101;   
                                                3'b110: ALU_CONTROL = 3'b011;   
                                                3'b111: ALU_CONTROL = 3'b010;   
                                                default:ALU_CONTROL = 3'b000;  
                                               endcase
                                      end
                            end
                        else
                            begin
                                              case (INSTRUCTION[14:12])
                                                3'b000: ALU_CONTROL = 3'b000;   
                                                3'b110: ALU_CONTROL = 3'b011;   
                                                3'b111: ALU_CONTROL = 3'b010;   
                                                default:ALU_CONTROL = 3'b000;  
                                               endcase
                            end
                       end   
                default: ALU_CONTROL = 3'b000;
            endcase
        end
assign    OPCODE = INSTRUCTION[6:0];
assign    PCSRC  = ((ZERO && BRANCH)||(JUMB));
endmodule
module EXTEND_UNIT (
                    input wire  [1:0]              IMMSRC,
                    input wire  [31:0]             INSTRUCTION,
                    output reg  [31:0]             IMMEXT
                    );
    always @(*)
      begin
        case (IMMSRC)
            2'b00:     IMMEXT = {{20{INSTRUCTION[31]}},INSTRUCTION[31:20]} ;  
            2'b01:     IMMEXT = {{20{INSTRUCTION[31]}},INSTRUCTION[31:25],INSTRUCTION[11:7]} ;  
            2'b10:     IMMEXT = {{20{INSTRUCTION[31]}},INSTRUCTION[7],INSTRUCTION[30:25],INSTRUCTION[11:8],1'b0} ;  
            2'b11:     IMMEXT = {{12{INSTRUCTION[31]}},INSTRUCTION[19:12],INSTRUCTION[20],INSTRUCTION[30:21],1'b0} ;  
        endcase
      end
endmodule
module PC_COUNTER (
                    input  wire          CLK,RST,R_EN,
                    input  wire          PCSRC,
                    input  wire  [31:0]  IMMEXT,
                    output reg   [31:0]  PC
                   );
                   wire  [31:0]  PC_TARGET;
                   reg   [31:0]  pc;
    always @(posedge CLK or negedge RST )
      begin
        if(!RST)
          begin
                 pc  <= 0;
          end
        else if (R_EN)
          begin
                 case (PCSRC)
                    1'b0: pc    <= pc + 4;
                    1'b1: pc    <= PC_TARGET;
                 endcase
          end
       end
always @(*)
  begin
    if (R_EN)
      begin
        if(pc != 0)
        PC = pc - 4;
        else
        PC = 0;
       end
    else
        PC = 0;
   end
assign  PC_TARGET = PC + IMMEXT ;
endmodule
module RAM (
             input wire               CLK,RST,MEM_W,
             input wire  [1:0]        RESULT_SRC,
             input wire  [31:0]       ALU_RESULT,RD2,PC,
             output reg  [31:0]       RESULT
           );
                    reg  [31:0]       READ_DATA;
                    reg  [31:0]       MEM         [255:0];
                    integer           i;
            always @(posedge CLK or negedge RST)
                  begin
                    if (!RST)
                      begin
                                  RESULT <= 0;
                         for (i = 0;i<256 ; i = i + 1)
                           begin
                                  MEM[i] <= 0;
                           end
                      end
                    else if (MEM_W)
                       begin
                             MEM[ALU_RESULT[9:2]] <= RD2;    
                       end
                  end
            always @(*)
              begin
                if (!MEM_W)
                   begin
                             READ_DATA = MEM[ALU_RESULT[9:2]];
                   end
                else
                    begin
                             READ_DATA = 0;
                    end
                case (RESULT_SRC)
                    2'b00:  RESULT = ALU_RESULT;
                    2'b01:  RESULT = READ_DATA;
                    2'b10:  RESULT = PC + 4;
                    default: RESULT = ALU_RESULT;
                endcase
              end
endmodule
module REG_FILE (
                  input  wire             CLK,RST,REG_W,
                  input  wire   [31:0]    INSTRUCTION,RESULT,
                  output reg    [31:0]    RD1,RD2
                ); 
                         reg    [31:0]    REGESTERS  [31:0];
                         wire   [4:0]     RS1,RS2;
                         integer          i;
                always @(posedge CLK or negedge RST)
                  begin
                    if (!RST)
                      begin
                        RD1 <= 0;
                        RD2 <= 0;
                         for (i = 0;i<32 ; i = i + 1)
                           begin
                                  REGESTERS[i] <= i;
                           end
                      end
                    else if (REG_W)
                       begin
                             REGESTERS[INSTRUCTION[11:7]] <= RESULT;    
                       end
                  end
                 always @(*)
                   begin
                             RD1 = REGESTERS[RS1];
                             RD2 = REGESTERS[RS2];                            
                   end
assign   RS1 = INSTRUCTION[19:15];
assign   RS2 = INSTRUCTION[24:20];
endmodule
module ROM #(
             parameter  ADDRESS_BITS = 4           
            ) (     
                    input  wire                     W_EN,R_EN,
                    input  wire  [31:0]             W_INSTRUCTION,
                    input  wire  [ADDRESS_BITS:0]   ADDRESS,
                    input  wire  [31:0]             PC,
                    output reg   [31:0]             INSTRUCTION
              );
                           reg   [31:0]             REG  [31:0];
                always @(*)
                  begin
                   if (W_EN)
                     begin
                            REG [ADDRESS]  = W_INSTRUCTION;
                            INSTRUCTION     = 0;
                     end
                   else if (R_EN)
                     begin
                            INSTRUCTION  = REG [PC >> 2];    
                     end
                    else
                      begin
                            REG [ADDRESS]  = 0;
                            INSTRUCTION     = 0;
                      end
                    end
endmodule
module SINGLE_RISC_V_TOP #(
                                                 parameter  ADDRESS_BITS = 4           
                          )(
                            input  wire                             CLK,RST,R_EN,W_EN,
                            input  wire          [31:0]             W_INSTRUCTION,
                            input  wire          [ADDRESS_BITS:0]   ADDRESS,
                            output wire          [31:0]             RD1,RD2,RESULT,
                            output wire signed   [31:0]             ALU_RESULT
                          );
                                  wire           ZERO,PCSRC;
                                  wire  [1:0]    IMMSRC;
                                  wire  [31:0]   PC,INSTRUCTION,IMMEXT;                         
                                  wire           MEM_W,ALU_SRC,REG_W;
                                  wire   [1:0]   RESULT_SRC;
                                  wire   [2:0]   ALU_CONTROL;
    PC_COUNTER PC_COUNTER                  (
                                            .CLK(CLK),
                                            .RST(RST),
                                            .R_EN(R_EN),
                                            .PCSRC(PCSRC),
                                            .IMMEXT(IMMEXT),
                                            .PC(PC)
                                            );
    ROM  #(.ADDRESS_BITS(ADDRESS_BITS)) ROM  (
                                             .W_EN(W_EN),
                                             .R_EN(R_EN),
                                             .W_INSTRUCTION(W_INSTRUCTION),
                                             .ADDRESS(ADDRESS),
                                             .PC(PC),
                                             .INSTRUCTION(INSTRUCTION)
                                            );
    CONTROL_UNIT            CONTROL_UNIT    (
                                              .ZERO(ZERO),
                                              .INSTRUCTION(INSTRUCTION),
                                              .MEM_W(MEM_W),
                                              .ALU_SRC(ALU_SRC),
                                              .REG_W(REG_W),
                                              .PCSRC(PCSRC),
                                              .IMMSRC(IMMSRC),
                                              .RESULT_SRC(RESULT_SRC),
                                              .ALU_CONTROL(ALU_CONTROL)
                                             );
    EXTEND_UNIT       EXTEND_UNIT            (
                                              .IMMSRC(IMMSRC),
                                              .INSTRUCTION(INSTRUCTION),
                                              .IMMEXT(IMMEXT)
                                              );
    ALU                  ALU                  (
                                               .ALU_SRC(ALU_SRC),
                                               .RD1(RD1),
                                               .RD2(RD2),
                                               .IMMEXT(IMMEXT),
                                               .ALU_CONTROL(ALU_CONTROL),
                                               .ZERO(ZERO),
                                               .ALU_RESULT(ALU_RESULT)
                                               );
    REG_FILE          REG_FILE                 (
                                                .CLK(CLK),
                                                .RST(RST),
                                                .REG_W(REG_W),
                                                .INSTRUCTION(INSTRUCTION),
                                                .RESULT(RESULT),
                                                .RD1(RD1),
                                                .RD2(RD2)
                                                );
    RAM               RAM                       (
                                                 .CLK(CLK),
                                                 .RST(RST),
                                                 .MEM_W(MEM_W),
                                                 .RESULT_SRC(RESULT_SRC),
                                                 .ALU_RESULT(ALU_RESULT),
                                                 .RD2(RD2),
                                                 .PC(PC),
                                                 .RESULT(RESULT)
                                                  );
endmodule
==> results.cfg <==
; flow metrics
[final_layout]
syn2layout_area_growth_pct = 8.16
fin_cells = 4203
mostFrequentLayoutCell = dlxtn_1
drive_above_1_share_pct = 7.62
layout_top_cells = dlxtn_1, nand2_1, a22oi_1
final_area_um2 = 31900

[pwr]
power_density_nw_per_um2 = 33.8
fin_total_pwr_w = 0.00108
total_leakage_power_nw = 13.9
ir_drop_mv = 0.0436

[synthesis]
synthDistinctLibCells = 93
synth_area_um2 = 29500
area_leaders = dlxtn_1, a22oi_1, nand2_1, dfrtp_1, buf_4
synth_cells = 3175
ys_area_um2 = 29500
ff_type = dlxtn_1
edf_count = 0
synth_flops = 1056
ys_cells = 3175
ys_async_sr_fraction_pct = 3.03
synth.top_cell.area_share_pct = 52.2
ys_warn_count = 202
synth_top_cell_by_area = dlxtn_1
avgSynthCellArea_um2 = 9.30

[placement]
dpl.cell_count = 4192
dp_hpwl_um = 76800
io_buffers = 72
dpl_cell_area_um2 = 31800
place.gp.congestion = 1.01

[final_timing]
setup-tns-final_ns = 0
skew_ns = 0.0149
finalClockPeriodUsage_pct = 63.2
rsz0062_at_grt = no
untimed_endpoints = 1024
unclocked_regs = 1024
fmax_mhz = 59.2
fin_crit_ns = 16.89
slew_headroom_pct = 27.8
report.final.setup_viol = 0
worst_slew_pin_slew_ns = 1.08
finalMaxSlewViolations = 0
timing.final.hold_violations = 0

[run]
maxCapViolCount = 0
tool_warnings = 28

[drt]
drt-vias-per-instance = 6.05
routed_wl_um = 116000
ant_nets = 0
wl_per_cell_um = 27.6
drt_iter0_drc = 2749
first_pass_iters = 6
drcViolationCount = 0
vias = 25439

[floorplanning]
die_y_um = 274
core_um2 = 73000
dieArea_um2 = 74900
rows = 99
die_x_um = 274
fp-utilization_pct = 40.5
io_pins = 169

[worst_setup_path]
start_kind = input pin
crit_type = in -> out
worstSetupEndpointType = output port
critPathMaxFanout = 21
arrival_ns = 11.55
worstRegToRegCells = 30
required_ns = 21.36

[global_route]
grt_max_degree = 59
grt_first_pass_wirelength_um = 168000
antenna_found_initial = 1
gr-total-overflow = 0
grt_pass1_vias = 23375
grt_use_total_pct = 31.9

[cts]
cts_tree = yes
root_buffer = clkbuf_16
htreeDepth = 2
worstSkewPairLatency_ns = 0.29
cts_setup_buffers = 0
cts_hold_buffers = 0
clockBufferDepth = 2
clk_pin_slew_ns = 0.05
cts-buffers-inserted = 5
cts_resized = 0

[outcome]
outcome = completed

[min_path]
hold_depth = 2
min-delay-path-class = reg -> reg
## synthesized netlist by cell type (all sizes together) (40+ instances only)
| master | number |
|---|---|
| buf | 122 |
| nor2 | 123 |
| o21ai | 115 |
| a22o | 50 |
| a21oi | 129 |
| clkbuf | 154 |
| and3 | 54 |
| dlxtn | 1024 |
| nand3 | 113 |
| nor3 | 59 |
| nand4 | 52 |
| a221oi | 65 |
| and2 | 53 |
| nand2 | 246 |
| a22oi | 192 |
| xnor2 | 40 |
## path summary, 6_finish.rpt
path,end,slack (ns),from
worst min-delay path,PC_COUNTER.pc[0],0.50,PC_COUNTER.pc[0]
min in group asynchronous,PC_COUNTER.pc[5],5.08,RST
worst min register to register,PC_COUNTER.pc[0],0.50,PC_COUNTER.pc[0]
worst max register to register,PC_COUNTER.pc[29],16.91,PC_COUNTER.pc[2]
worst max-delay path,ALU_RESULT[1],9.81,R_EN
max in group asynchronous,PC_COUNTER.pc[22],21.24,RST
## final cells by class
class,instances,area (um^2)
fill,7035,41000
sequential,1056,16200
multi-input combinational,1916,12400
timing repair buffer,239,1960
tap,959,1200
clock buffer,6,129
inverter,22,82.6
clock inverter,2,12.5
antenna,3,7.51
## cell families after synthesis
logic type | after synthesis | synth area share (%)
AOI/OAI and AO/OA | 829 | 20.5
xor gates and xnor gates | 59 | 1.75
adders and majority gates | 37 | 1.58
buffers and inverters | 298 | 5.13
DFF | 32 | 2.71
latches | 1024 | 52.2
muxes | 43 | 1.50
other | 1 | 0.0127
and+or+nand+nor | 852 | 14.8
## through the flow
step | util (%) | hold slack (ns) | setup WS [ns]
6_report | 43.8 | 0.497 | 9.81
2_1_floorplan | - | 0.454 | 12.10
4_1_cts | 43.8 | 0.503 | 9.89
3_5_place_dp | 43.6 | 0.490 | 9.89
5_1_grt | 43.8 | 0.563 | 9.39
3_3_place_gp | 43.6 | 0.484 | 9.92
## sequential cells by signal, summed over array words and instances (netlist names)
signal,count
PC_COUNTER.pc,32
ROM.REG,1024
## critical path, stage by stage
cell and delay (ns):
buf_2 0.38, nand3b_1 0.69, nor3_1 0.44, and2_1 0.60
and2_1 0.26, buf_4 0.33, a221oi_1 0.13, and3b_1 0.21
a41oi_1 0.40, and2_1 0.37, nand2_1 0.13, or4_1 0.52
a21oi_1 0.17, o21bai_1 0.16, xnor2_1 0.67, o22ai_1 0.14
and2_1 0.18, clkdlybuf4s50_1 0.41
## report_power, final
part | total, W | switching [W] | internal (W)
Combinational | 0.000831 | 0.000602 | 0.000229
Sequential | 0.000191 | 0.0000284 | 0.000163
Clock | 0.0000579 | 0.0000235 | 0.0000345
Total | 0.00108 | 0.000654 | 0.000426
## per-layer routing
| layer | share of wire (%) | vias to the layer above | global-route usage [%] | wire length, um |
|---|---|---|---|---|
| met4 | 6.1 | 2 | 15.0 | 7060 |
| li1 | - | 11510 | - | - |
| met5 | 0.011 | - | 0 | 13 |
| met1 | 40 | 12241 | 44.5 | 46200 |
| met2 | 44 | 1379 | 47.6 | 51600 |
| met3 | 9.7 | 307 | 8.29 | 11200 |
